<file path="/design/flow/run.sh">
#!/bin/bash
# OpenROAD 26Q1-2900-gdf79404cd8, Yosys 0.63+post, stock flow scripts
make -C /OpenROAD-flow-scripts/flow DESIGN_CONFIG=/design/flow/config.mk WORK_HOME=/design/flow/orfs finish
</file>
<file path="/design/flow/design.v">
`timescale 1ns / 1ps
module adder(
    input logic [31:0] a, b,
    output logic [31:0] y
    );
    assign y = a + b;
endmodule
`timescale 1ns / 1ps
module alu(
    input logic [31:0] srca, srcb,
    input logic [2:0] alucontrol,
    output logic [31:0] aluout,
    output logic zero
    );
always_comb begin
    aluout = 32'b0;
    case (alucontrol)
        3'b000 : aluout = srca & srcb;
        3'b001 : aluout = srca | srcb;
        3'b010 : aluout = srca + srcb;
        3'b110 : aluout = srca - srcb;
        3'b101 : aluout = srca * srcb;
        3'b111 : begin
                    if(srca < srcb) aluout = 32'b1;
                    else aluout = 32'b0;
                end
        default : aluout = 32'b0;
    endcase
end
always_comb begin
    zero = (aluout == 32'b0);
end 
endmodule
`timescale 1ns / 1ps
module aludec(
    input logic [5:0] funct,
    input logic [2:0] aluop,
    output logic [2:0] alucontrol
    );
    always_comb begin
        case (aluop)
            3'b000: alucontrol <= 3'b010;  
            3'b001: alucontrol <= 3'b110;  
            3'b011: alucontrol <= 3'b000;  
            3'b100: alucontrol <= 3'b001;  
            default: case (funct)
                    6'b100000: alucontrol <= 3'b010;  
                    6'b100010: alucontrol <= 3'b110;  
                    6'b100100: alucontrol <= 3'b000;  
                    6'b100101: alucontrol <= 3'b001;  
                    6'b101010: alucontrol <= 3'b111;  
                    6'b001100: alucontrol <= 3'b000;  
                    6'b001101: alucontrol <= 3'b001;  
                    default: alucontrol <= 3'bxxx;
                endcase
        endcase
    end
endmodule
`timescale 1ns / 1ps
module controller(
    input logic [5:0] op, funct,
    input logic zero,
    output logic memtoreg, memwrite, pcsrc, 
    output logic [1:0] alusrc, 
    output logic regdst, regwrite, jump,
    output logic [2:0] alucontrol
    );
    logic [2:0] aluop;
    logic [1:0] branch;
    maindec md(op, memtoreg, memwrite, branch, alusrc, regdst, regwrite, jump, aluop);
    aludec ad(funct, aluop, alucontrol);
    assign pcsrc = (branch == 2'b00) ? 1'b0 : (branch == 2'b01) ? zero : ~zero;
endmodule
`timescale 1ns / 1ps
module datapath(
    input logic clk, reset, memtoreg, pcsrc,
    input logic [1:0] alusrc, 
    input logic regdst, regwrite, jump,
    input logic [2:0] alucontrol,
    output logic zero,
    output logic [31:0] pc,
    input logic [31:0] instr,
    output logic [31:0] aluout, writedata,
    input logic [31:0] readdata
    );
    logic [4:0] writereg;
    logic [31:0] pcnext, pcnextbr, pcplus4, pcbranch, signimm, zeroimm, signimmsh, srca, srcb, result;
    flopr #(.WIDTH(32)) pcnextflop(clk, reset, pcnext, pc);
    adder pcadder(pc, 32'b100, pcplus4);
    s12 immsh(signimm, signimmsh);
    adder pcadd2(pcplus4, signimmsh, pcbranch);
    mux2 #(.WIDTH(32)) pcbrmux(pcplus4, pcbranch, pcsrc, pcnextbr);
    mux2 #(.WIDTH(32)) pcmux(pcnextbr, {pcplus4[31:28], instr[25:0], 2'b00}, jump, pcnext);
    regfile rf(clk, regwrite, instr[25:21], instr[20:16], writereg, result, srca, writedata);
    mux2 #(5) wrmux(instr[20:16], instr[15:11], regdst, writereg);
    mux2 #(32) resmux(aluout, readdata, memtoreg, result);
    signext se(instr[15:0], signimm);
    zeroext ze(instr[15:0], zeroimm);
    mux3 srcbmux(writedata, signimm, zeroimm, alusrc, srcb);
    alu alu1(srca, srcb, alucontrol, aluout, zero);
endmodule
`timescale 1ns / 1ps
module flopr #(parameter WIDTH = 8)(
    input logic clk, reset,
    input logic [WIDTH-1:0] d,
    output logic [WIDTH-1:0] q
    );
    always_ff @(posedge clk or posedge reset)
    begin
        if(reset)
            q <= 0;
        else
            q <= d;
    end
endmodule
`timescale 1ns / 1ps
module maindec(
    input logic [5:0] op,
    output logic memtoreg, memwrite, 
    output logic [1:0] branch, alusrc,
    output logic regdst, regwrite, jump,
    output logic [2:0] aluop
    );
    logic [11:0] controls;
    assign {regwrite, regdst, alusrc, branch, memwrite, memtoreg, jump, aluop} = controls;
    always_comb begin
        case (op)
            6'b000000: controls = 12'b110000000010;
            6'b100011: controls = 12'b100100010000;
            6'b101011: controls = 12'b000100100000;
            6'b000100: controls = 12'b000001000001;
            6'b001000: controls = 12'b100100000000;
            6'b000010: controls = 12'b000000001000;
            6'b001100: controls = 12'b101000000011;  
            6'b000101: controls = 12'b000010000001;  
            6'b001101: controls = 12'b101000000100;  
            default: controls = 12'bxxxxxxxxx;
        endcase        
    end
endmodule
`timescale 1ns / 1ps
module mips(
    input logic clk, reset,
    output logic [31:0] pc,
    input logic [31:0] instr,
    output logic memwrite,
    output logic [31:0] aluout, writedata,
    input logic [31:0] readdata
    );
    logic memtoreg;
    logic [1:0] alusrc;
    logic regdst, regwrite, jump, pcsrc, zero;
    logic [2:0] alucontrol;
    controller c(instr[31:26], instr[5:0], zero, memtoreg, memwrite, pcsrc, alusrc, regdst, regwrite, jump, alucontrol);
    datapath d(clk, reset, memtoreg, pcsrc, alusrc, regdst, regwrite, jump, alucontrol, zero, pc, instr, aluout, writedata, readdata);
endmodule
`timescale 1ns / 1ps
module mux2 #(parameter WIDTH = 8)(
    input logic [WIDTH-1:0] d0, d1,
    input logic s,
    output logic [WIDTH-1:0] y
    );
    assign y = s ? d1 : d0;
endmodule
`timescale 1ns / 1ps
module mux3(
    input logic [31:0] d0, d1, d2,
    input logic [1:0] s,
    output logic [31:0] y
    );
    assign y = (s == 2'b00) ? d0 : (s == 2'b01) ? d1 : d2;
endmodule
`timescale 1ns / 1ps
module regfile(
    input logic clk, we3,
    input logic [4:0] ra1, ra2, wa3,
    input logic [31:0] wd3,
    output logic [31:0] rd1, rd2
    );
    logic [31:0] rf [31:0];
    always_ff @(posedge clk) begin
        if (we3) rf[wa3] <= wd3;
    end
    assign rd1 = (ra1 != 0) ? rf[ra1] : 0;
    assign rd2 = (ra2 != 0) ? rf[ra2] : 0;
endmodule
`timescale 1ns / 1ps
module s12(
    input logic [31:0] a,
    output logic [31:0] y
    );
    assign y = {a[29:0], 2'b00};
endmodule
`timescale 1ns / 1ps
module signext(
    input logic [15:0] a,
    output logic [31:0] y
    );
    assign y = {{16{a[15]}}, a};
endmodule
`timescale 1ns / 1ps
module zeroext(
    input logic [15:0] a,
    output logic [31:0] y
    );
    assign y = {{16{1'b0}}, a};
endmodule
</file>
<file path="/design/flow/constraint.sdc">
current_design mips

set clk_period 39.5
set clk_io_pct 0.2

create_clock -name clk0 -period $clk_period [get_ports {clk}]

set non_clock_inputs [all_inputs -no_clocks]
set_input_delay [expr $clk_period * $clk_io_pct] -clock clk0 $non_clock_inputs
set_output_delay [expr $clk_period * $clk_io_pct] -clock clk0 [all_outputs]
</file>
<file path="/design/flow/config.mk">
export PLATFORM = sky130hd
export DESIGN_NAME = mips
export DESIGN_NICKNAME = mips
export VERILOG_FILES = /design/flow/design.v
export SDC_FILE = /design/flow/constraint.sdc
export NUM_CORES = 4
export LEC_CHECK = 1
export CORE_UTILIZATION = 50
</file>
==> impl_metrics.json <==
{
  "status": "completed",
  "reg2reg_from": "d.rf.rf[7][0]$_DFFE_PP_",
  "cts_max_level": 3,
  "fin_tns_setup_ns": 0,
  "hold_viol": 0,
  "crit_required_ns": 31.60,
  "path_class": "in -> out",
  "placementRows": 122,
  "hold_ws_ns": 0.600,
  "clk_latency_ns": 0.72,
  "synth_warnings": 5,
  "wire_per_inst_um": 36.1,
  "synth.avg_cell_area_um2": 16.0,
  "dieArea_um2": 114000,
  "r2r_end": "d.pcnextflop.q[30]$_DFF_PP0_",
  "clk_path_buf_depth": 3,
  "maxCapViolCount": 0,
  "dr.pass1.iters": 6,
  "slew_viol_final": 0,
  "hold_path_depth": 2,
  "hold_start": "d.pcnextflop.q[31]$_DFF_PP0_",
  "cts_setup_buffers": 0,
  "post-route-util": 0.569,
  "port_buffers": 160,
  "setup_viol": 0,
  "root_buffer": "clkbuf_16",
  "hpwl_um": 118000,
  "grt_overflow": 0,
  "p_leak_uw": 0.0213,
  "drc": 0,
  "synth_cells": 3541,
  "yosysChipArea_um2": 56500,
  "slew-limit-headroom": 0.0731,
  "edf_count": 1024,
  "antenna_found_initial": 2,
  "arrival_ns": 15.94,
  "clk_pin_slew_worst_paths_ns": 0.06,
  "critical_path.max_fanout": 46,
  "worst_setup_path_end_kind": "primary output",
  "first_global_vias": 38875,
  "synthToLayoutAreaGrowth_pct": 12.3,
  "ant_nets": 0,
  "dr.first_iter.drc_count": 1946,
  "fin_crit_sh": 0.604,
  "min_path_type": "reg -> reg",
  "layout-drive-gt1-share": 0.267,
  "max_freq_mhz": 41.9,
  "nFillCells": 8337,
  "cellPowerDensity_nw_per_um2": 53.4,
  "vias": 35452,
  "ys_ff": 1054,
  "vias_per_cell": 6.81,
  "rsz0062_at_grt": "no",
  "ff2ff_setup_slack_ns": 29.80,
  "fp_util": 0.507,
  "fin_crit_ns": 23.84,
  "die_h_um": 338,
  "ys.flop_type": "edfxtp_1",
  "placed_area_um2": 60100,
  "power.total_uw": 3390,
  "warnings": 91,
  "skew_ns": 0.0351,
  "io_pins": 163,
  "ys_cells": 3541,
  "synth_cell_types": 87,
  "syn-cell-area_um2": 56500,
  "cts_buffers": 107,
  "rr_worst_depth": 25,
  "cts_resized": 0,
  "cts_sinks": 1054,
  "ir_worst_vdd_mv": 0.0381,
  "cts_tree": "done",
  "logic_area_um2": 23700,
  "tightest_slew_ns": 1.38,
  "ys_seq_share": 0.557,
  "cp-startpoint": "instr[16]",
  "grt_pass1_wl_um": 271000,
  "design_area_um2": 63500,
  "gr-usage-all-layers": 0.371,
  "gp_congestion": 0.946,
  "async_reset_ff_frac": 0.0285,
  "grt_max_degree": 71,
  "whs_endpoint": "d.pcnextflop.q[31]$_DFF_PP0_",
  "cp-start-kind": "input pin",
  "seqCellArea_um2": 31500,
  "wirelength_um": 188000,
  "fp.dieW_um": 338,
  "ctsHoldBuffers": 0,
  "coreArea_um2": 111000
}
[where the power goes]
| part | total (uW) | internal, uW | switching, uW |
|---|---|---|---|
| registers | 1490 | 1460 | 31.2 |
| clock network | 984 | 555 | 430 |
| logic | 916 | 341 | 575 |
| total | 3390 | 2350 | 1040 |
[cells by family after synthesis]
kind of cell             share of synthesized area
multiplexers                                 0.258
other                                    0.0000663
buffers and inverters                       0.0291
AND/OR/NAND/NOR                             0.0497
XOR/XNOR                                    0.0118
adder cells (fa/ha/maj)                     0.0292
flip-flops                                   0.557
AND-OR/OR-AND                               0.0653
[layer usage]
| metal | up-vias | track usage | routed length, um |
|---|---|---|---|
| met5 | - | 0.0617 | 860 |
| met4 | 21 | 0.109 | 7500 |
| met3 | 402 | 0.310 | 37100 |
| met2 | 2656 | 0.522 | 86600 |
| met1 | 17709 | 0.433 | 55800 |
| li1 | 14664 | - | - |
[flip-flops by register name, indices dropped and copies added (netlist names)]
register / count
d.rf.rf: 1024
d.pcnextflop.q: 30
[worst max-delay path: stages]
cell and delay, ns:
buf_8 0.40, buf_4 0.66, buf_4 0.69, nor3_2 0.10, buf_4 0.40, nor3_1 1.13
nand2_1 0.16, nand2_1 0.23, ha_1 0.28, a211oi_1 0.50, nor4_1 0.14, o31ai_1 0.72
o211ai_1 0.47, a211oi_1 0.51, nor2_1 0.07, a31oi_1 0.22, xnor2_1 0.11, a221oi_1 0.57
inv_1 0.10, clkdlybuf4s50_1 0.44
[cells in the mapped netlist (25+ instances only)]
library cell     n  area [um^2]
edfxtp_1      1024        30700
mux4_2         560        12600
clkbuf_1       221          830
nor2_1         218          818
ha_1           127         1590
a21oi_1        122          611
mux2i_1        114         1140
nand2_1        105          394
inv_1          103          387
buf_1           74          278
mux2_2          72          811
o21ai_0         65          325
xnor2_1         55          482
nor3_1          51          255
a21o_1          43          323
nand3_1         41          205
nand2b_1        39          244
o221ai_1        38          333
dfrtp_1         30          751
a211oi_1        28          210
a221oi_1        25          219
[how the worst max path moves through the flow]
stage / end / slack [ns] / depth (start not counted)
final: aluout[27] / 15.66 / 20
after global routing: aluout[25] / 15.09 / 20
after CTS: aluout[27] / 15.70 / 21
[metrics by stage]
step | worst slack (ns) | instances
final | 15.66 | 5209
after global routing | 15.09 | 5206
after CTS | 15.70 | 5206
after detailed placement | 15.73 | 5007
after global placement | 15.76 | 5007
after floorplan | 17.78 | 3542
[cells in the final DEF (no fill, tap or decap), types with 21 or more instances in the layout]
cell	count
mux2i_1	114
inv_1	103
a211oi_1	28
mux4_2	560
xnor2_1	55
clkbuf_16	108
a21o_1	43
nand2_1	103
a221oi_1	25
buf_4	126
clkbuf_1	29
ha_1	127
nand2b_1	39
mux2_2	72
clkdlybuf4s50_1	150
nor2_4	34
a21oi_1	116
dfrtp_1	30
clkinv_1	47
nor2_1	184
edfxtp_1	1024
nor3_1	48
o221ai_1	38
o21ai_0	65
o21bai_1	21
xor2_1	21
nand3_1	41
[final cells by class]
| type | count | area share |
|---|---|---|
| well taps | 1488 | 0.0293 |
| clock inverters | 62 | 0.00877 |
| clock buffers | 137 | 0.0443 |
| diodes | 3 | 0.000118 |
| inverters | 121 | 0.00716 |
| flip-flops and latches | 1054 | 0.496 |
| multi-input cells | 2060 | 0.374 |
| repair buffers | 284 | 0.0404 |
Power and IR drop assume default switching activity.
